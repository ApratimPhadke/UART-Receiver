===== flow/run.sh =====
#!/bin/bash
# OpenROAD 26Q1-2900-gdf79404cd8, Yosys 0.63+post, stock flow scripts
make -C /OpenROAD-flow-scripts/flow DESIGN_CONFIG=/design/flow/config.mk WORK_HOME=/design/flow/orfs finish

===== flow/config.mk =====
export PLATFORM = sky130hd
export DESIGN_NAME = uart_rx
export DESIGN_NICKNAME = uart_rx
export VERILOG_FILES = /design/flow/design.v
export SDC_FILE = /design/flow/constraint.sdc
export NUM_CORES = 4
export LEC_CHECK = 1
export CORE_UTILIZATION = 40

===== flow/constraint.sdc =====
current_design uart_rx

set clk_period 4.8
set clk_io_pct 0.2

create_clock -name clk0 -period $clk_period [get_ports {clk}]

set non_clock_inputs [all_inputs -no_clocks]
set_input_delay [expr $clk_period * $clk_io_pct] -clock clk0 $non_clock_inputs
set_output_delay [expr $clk_period * $clk_io_pct] -clock clk0 [all_outputs]

===== flow/design.v =====
`timescale 1ns / 1ps
module uart_rx #(
    parameter clk_per_bit = 5280    
)(
    input  wire       clk,         
    input  wire       rx_serial,   
    output reg        rx_d,        
    output reg [7:0]  rx_rec       
);
    localparam  s_IDLE  = 3'b000;
    localparam  s_START = 3'b001;
    localparam  s_DATA  = 3'b010;
    localparam  s_STOP  = 3'b011;
    localparam  s_DONE  = 3'b100;
    reg [2:0]  r_SM_Main   = s_IDLE;
    reg [12:0] r_clk_count = 13'd0;
    reg [2:0]  r_bit_index = 3'd0;
    reg [7:0]  rx_byte     = 8'd0;
    reg        rx_data     = 1'b1;   
    always @(posedge clk) begin 
        rx_data <= rx_serial;   
        case (r_SM_Main)
            s_IDLE: begin 
                rx_d        <= 1'b0;
                r_clk_count <= 13'd0;
                r_bit_index <= 3'd0;
                if (rx_data == 1'b0) begin   
                    r_SM_Main <= s_START;
                end
            end 
            s_START: begin 
                if (r_clk_count == (clk_per_bit-1)/2) begin 
                    r_clk_count <= 13'd0;
                    r_SM_Main   <= s_DATA;
                end else begin 
                    r_clk_count <= r_clk_count + 1'b1;
                end 
            end 
            s_DATA: begin 
                if (r_clk_count < clk_per_bit-1) begin 
                    r_clk_count <= r_clk_count + 1'b1;
                end else begin 
                    r_clk_count <= 13'd0;
                    rx_byte[r_bit_index] <= rx_data;  
                    if (r_bit_index < 3'd7) begin 
                        r_bit_index <= r_bit_index + 1'b1;
                    end else begin
                        r_bit_index <= 3'd0;
                        r_SM_Main   <= s_STOP;
                    end 
                end 
            end 
            s_STOP: begin 
                if (r_clk_count < clk_per_bit -1) begin 
                    r_clk_count <= r_clk_count + 1'b1;
                end else begin 
                    rx_d        <= 1'b1;      
                    rx_rec      <= rx_byte;   
                    r_clk_count <= 13'd0;
                    r_SM_Main   <= s_DONE;
                end 
            end 
            s_DONE: begin 
                r_SM_Main <= s_IDLE;
                rx_d      <= 1'b0;
            end 
            default: r_SM_Main <= s_IDLE;
        endcase 
    end 
endmodule

==> ci_impl_report.md <==
## PnR job results

| Metric | Value |
|---|---|
| Int Power | 0.820 mW |
| Min-delay src | rx_byte[3] |
| Worst Skew | 3.98 ps |
| Async SR Flop Fraction | 0% |
| Crit Path Category | flop to flop |
| CTS clk-pin slew, worst paths | 80 ps |
| Rel. slew slack | 52.6% |
| Clk pwr share | 20.8% |
| Mapped cell area | 0.00188 mm2 |
| HPWL after DPL | 2110 um |
| Worst Setup Start Kind | flop |
| CTS Hold Bufs | 0 |
| Drt via density | 5.55 |
| Sequential area share after synthesis | 58.7% |
| RSZ-0062 raised after global routing | no |
| Max Fclk | 397 MHz |
| Setup ws final | 2280 ps |
| Post-Synth Adder-Cell Area | 4.00% |
| Total global-route track usage | 14.6% |
| I/O pin cnt | 11 |
| Mapped Cells | 152 |
| Hold endpoint | rx_rec[3] |
| Latency at later pin | 280 ps |
| Core Util at FP | 42.2% |
| Grt ovf | 0 |
| Total die area | 0.00497 mm2 |
| # rows | 24 |
| Placed inst area | 0.00198 mm2 |
| Most numerous logic cell after layout | edfxtp_1 |
| Yosys warns | 1 |
| Finished Cell Area | 0.00209 mm2 |
| Simple-Gate Fraction of Synth Area | 14.3% |
| Utilization after layout | 47.1% |
| CP Capture Type | flop |
| Width of the chip | 70.5 um |
| Max-slew violation count | 0 |
| Max Cap Violations | 0 |
| Worst reg2reg path depth | 5 |
| WP data required | 4800 ps |
| Switch Pwr | 0.466 mW |
| DRC viols | 0 |
| Resize count post-CTS | 0 |
| Power per cell area | 614 mW/mm2 |
| Area Overhead vs Synth | 11.6% |
| DR iter-0 viols | 68 |
| H-tree Lvls | 2 |
| #FFs+latches synth | 37 |
| Xor/xnor share | 6.54% |
| And-or/or-and share of the synthesized area | 10.5% |
| R2r startpoint | r_clk_count[0] |
| Global-route wire length before repair | 5510 um |
| Core region area | 0.00444 mm2 |
| I/O Buffers | 10 |
| Avg Cell Area, Syn | 12.3 um2 |
| Slew at the pin closest to its max-slew limit | 708 ps |
| DRT Pass-1 Iters | 23 |
| Comb area leader | simple AND/OR/NAND/NOR gates |
| Num CTS Buffers | 5 |
| Postcts setup bufs | 0 |
| Count of library flops with an enable pin | 36 |
| Power, Total | 1.29 mW |
| Sink Count | 37 |
| Period utilization | 52.5% |
| Ant. Diodes | 0 |
| Final antenna-violating net count | 0 |
| Tool warnings | 29 |
| Comb pwr share | 30.1% |
| Placer's final routability congestion estimate | 0.898 |
| Mux cell area share | 1.20% |
| Total number of vias | 1205 |
| Setup TNS Final | 0 ps |
| Worst r2r dst | r_SM_Main[2] |
| Sw frac | 36.2% |
| Top FF cell, synth | edfxtp_1 |
| Final setup fails | 0 |
| Die Y | 70.5 um |
| Share of layout cells above drive strength 1 | 9.70% |
| CP arrival | 2520 ps |
| Hold Violations, Final | 0 |
| Max VDD drop | 0.331 mV |
| Hold Path Stages | 0 |
| DRT Wirelength | 3130 um |
| Most common logic cells in the final layout | edfxtp_1, nand2_1, a21oi_1 |
| Static Leakage | 0.712 nW |
| Clk root buf | clkbuf_8 |
| Largest net degree at the start of global routing | 17 |
| Worst-case clock buffer depth | 2 |
| Hold Crit Class | flop to flop |
| Synthesis area per yosys | 0.00188 mm2 |
| Initial antenna violation count | 0 |
| R2R Setup Slk | 2280 ps |
| Synth cell types | 37 |
| # Cells Yosys | 152 |
| Final min period | 2520 ps |
| DR WL/cell | 14.4 um |
| Flop pwr share | 49.0% |
| CTS tree | yes |
| Outcome | finished clean |
| Max FO, Critical Path | 14 |
| Post-Place Worst Slack | 2310 ps |
| Fillers | 383 |
| Vias in the first global route | 1159 |
## how the worst max path moves through the flow
stage,from,end
after CTS,r_clk_count[0],r_SM_Main[2]
after global routing,r_clk_count[0],r_SM_Main[1]
final,r_clk_count[0],r_SM_Main[2]
## power by group through the flow
stage	clock, mW	combinational, mW	sequential [mW]
after CTS	0.276	0.385	0.626
after global routing	0.289	0.443	0.644
final	0.268	0.387	0.631
## state kept, by name (all words and copies together) (netlist names)
register	cells
r_bit_index	3
rx_d	1
rx_data	1
r_clk_count	13
rx_byte	8
r_SM_Main	3
rx_rec	8
## Yosys cell counts, types with 2 or more instances
library cell	number	share of area (%)
inv_1	5	1.0
nand3_1	7	1.9
a21oi_1	13	3.5
nor3_1	5	1.3
buf_6	2	1.2
a21boi_0	2	0.80
edfxtp_1	36	58
a22o_1	2	0.93
clkbuf_1	2	0.40
nand2_1	17	3.4
o21ai_0	6	1.6
ha_1	6	4.0
xnor2_1	8	3.7
xor2_1	6	2.8
nand4_1	4	1.3
nor4_1	2	0.67
mux2_2	2	1.2
nor2_1	8	1.6
## final cells by class
class / count / area, um2 / share of cell area (%)
sequential: 37 / 1100 / 52.6
timing repair buffer: 11 / 108 / 5.14
clock inverter: 3 / 46.3 / 2.21
multi-input combinational: 104 / 686 / 32.8
clock buffer: 5 / 68.8 / 3.29
tap: 52 / 65.1 / 3.11
inverter: 5 / 18.8 / 0.897
## through the flow
step	hold WS [ps]	cells
floorplan	420	152
global placement	443	209
detailed placement	448	209
CTS	467	217
global route	488	217
finish	463	217
## layer usage
layer	global-route usage, %	part of all wire (%)	up-vias
li1	-	-	590
met1	26.1	53	562
met2	18.9	40	47
met3	5.26	6.1	6
met4	2.04	1.0	0
met5	0	0	-
## cell families (layout without fill, tap and decap cells)
kind of cell,Yosys count,count (layout)
simple gates,52,52
mux,2,2
xor+xnor,14,14
fa+ha+maj,6,6
compound gates,30,30
buf+inv,11,24
flops,37,37
## worst max-delay path: stages, from the launching register on
cell and delay, ps:
edfxtp_1 400, ha_1 200, nand3_1 200, or4b_1 530
o211ai_2 530, o2111a_1 350
Power figures rest on the tool's default switching activity, not on a simulated workload.
